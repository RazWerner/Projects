## design/flow/config.mk

```make
export PLATFORM = sky130hd
export DESIGN_NAME = Selector
export DESIGN_NICKNAME = Selector
export VERILOG_FILES = /design/flow/design.v
export SDC_FILE = /design/flow/constraint.sdc
export NUM_CORES = 4
export LEC_CHECK = 1
export CORE_AREA = 10 10 70 70
export DIE_AREA = 0 0 80 80
```

## design/flow/constraint.sdc

```tcl
current_design Selector

set clk_period 1.2
set clk_io_pct 0.2

create_clock -name clk0 -period $clk_period

set non_clock_inputs [all_inputs -no_clocks]
set_input_delay [expr $clk_period * $clk_io_pct] -clock clk0 $non_clock_inputs
set_output_delay [expr $clk_period * $clk_io_pct] -clock clk0 [all_outputs]
```

## design/flow/design.v

```verilog
`timescale 1ns / 1ps
module Selector(
    input [15:0] N,
    input [3:0] Sel,
    output three,
    output [3:0] H
    );
    assign three = ~Sel[0] & ~Sel[1] & Sel[2] & ~Sel[4];
    assign H[3:0] = (N[15:12] & {Sel[3], Sel[3], Sel[3], Sel[3]}) |  
                    (N[11:8] & {Sel[2], Sel[2], Sel[2], Sel[2]}) |  
                    (N[7:4] & {Sel[1], Sel[1], Sel[1], Sel[1]}) |  
                    (N[3:0] & {Sel[0], Sel[0], Sel[0], Sel[0]});  
endmodule
```

## design/flow/run.sh

```bash
#!/bin/bash
# OpenROAD 26Q1-2900-gdf79404cd8, Yosys 0.63+post, stock flow scripts
make -C /OpenROAD-flow-scripts/flow DESIGN_CONFIG=/design/flow/config.mk WORK_HOME=/design/flow/orfs finish
```

==> results_dict.tcl <==
# place-and-route summary
set metrics [dict create \
    finalWirelength_um 725 \
    hold-worst-slack_ps 766.1 \
    first_global_vias 207 \
    core_region_um2 3416 \
    yosys.area_share.aoi_pct 69.57 \
    syn_area_um2 86.33 \
    post_synth_mux_area_share_pct 0 \
    row_count 21 \
    synth.yosys.warnings 1 \
    xor_area_share_pct 0 \
    cp-start-kind "input port" \
    post_synth_num_cell_types 4 \
    finalWeightedCongestion 0.8792 \
    numPlacedInstances 83 \
    chip_area_um2 6400 \
    setup_total_negative_slack_ps 0 \
    count_of_hold_buffers_inserted_by_post_cts_repair 0 \
    maxCapViolations 0 \
    drt-wirelength-per-cell_um 8.735 \
    final_min_period_over_clock_period_pct 95.09 \
    final_area_um2 362.8 \
    antenna_cells 0 \
    synth_sequential_area_ratio_pct 0 \
    syn_inst 14 \
    mostFrequentLayoutCell "sky130_fd_sc_hd__dlygate4sd2_1" \
    grt_use_total_pct 1.778 \
    buffer_ports.inserted 24 \
    flop_area_um2 0 \
    drt_pre_antenna_iters 3 \
    yosys-stat-cells 14 \
    fin_total_pwr_mw 0.08669 \
    critPathMaxFanout 4 \
    post_synth_main_logic_family "AND-OR/OR-AND gates" \
    post_synth_fa_ha_maj_area_fraction_pct 0 \
    p_per_area_nw_per_um2 238.9 \
    tool_warnings 33 \
    ys_sh_simple_pct 17.39 \
    die_x_um 80 \
    grt_max_degree 5 \
    worst_ep_arrival_time_ps 900 \
    drt_iter0_drc 1 \
    post_route_cells_drive_above_1_share_pct 24.32 \
    finalHoldViolCount 0 \
    route.detailed.drc 0 \
    die_height_um 80 \
    drv_slew 0 \
    floorplan.core_util_pct 2.527 \
    syn-mean-instance-area_um2 6.167 \
    vdd_ir_drop_max_mv 0.01901 \
    ant_nets 0 \
    holdCritPathClass "input port to primary output" \
    place.detailed.hpwl_um 613.6 \
    hold_depth 4 \
    setup-violations-final 0 \
    min-delay-start "N[9]" \
    layout-area-overhead-vs-synth_pct 320.3 \
    leakagePower_nw 0.1840 \
    grt_antenna_before_repair 0 \
    io_pins 25 \
    min_period_ps 1141 \
    yosysChipArea_um2 86.33 \
    post_cts_buffers 0 \
    fillers 404 \
    worst_ep_required_time_ps 960 \
    place_area_um2 376.6 \
    first_pass_grt_wire_length_um 952 \
    final_cell_count_no_fill 83 \
    timing.critical_path.to_type "primary output" \
    worst_hold_path.endpoint "H[1]" \
    via_cell_ratio 2.627 \
    clkbuf_count 0 \
    run_status "finished clean" \
    rsz_0062_raised_after_global_routing "yes" \
    sequential_cell_total 0 \
    max_freq_mhz 876.4 \
    grt_remaining_overflow 0 \
    crit_type "input port to primary output" \
    vias 218 \
]
what timing repair did:
item | CTS | global route
endpoints found under the hold margin | 0 | 0
pin swaps | 12 | 5
resized | 28 | 10
setup endpoints to repair | 4 | 4
area by class of cell:
| cell class | instances | area [um2] | share of cell area, % |
|---|---|---|---|
| timing repair buffer | 24 | 206.4 | 56.90 |
| tap | 46 | 57.56 | 15.86 |
| multi-input combinational | 13 | 98.84 | 27.24 |
metal layers:
metal | GRT usage [%] | vias to the layer above | share of wire (%)
met5 | 0 | - | 0
met4 | 0 | 0 | 0
met3 | 1.364 | 0 | 26
met2 | 2.087 | 25 | 27
met1 | 2.571 | 92 | 48
li1 | - | 101 | -
power by group:
part	internal [mW]	total, mW	switching [mW]
registers	0	0	0
clock network	0	0	0
logic	0.0578	0.0867	0.0289
total	0.0578	0.0867	0.0289
cell usage after synthesis (all sizes together):
cell | count | share of area [%]
conb | 1 | 4.3
nand2 | 4 | 17
a22oi | 8 | 70
buf | 1 | 8.7
critical path, stage by stage:
cell                            delay, ps
sky130_fd_sc_hd__dlygate4sd2_1        280
sky130_fd_sc_hd__a22oi_1              210
sky130_fd_sc_hd__nand2_1               60
sky130_fd_sc_hd__buf_2                110
worst max path at each step:
stage     startpoint  endpoint  cells past startpoint
5_1_grt       Sel[1]      H[2]                      4
4_1_cts         N[9]      H[1]                      4
6_report      Sel[1]      H[2]                      4
stage by stage:
stage	setup slack [ps]	util [%]
2_1_floorplan	524.3	-
3_3_place_gp	-450.1	11.03
3_5_place_dp	-464.2	11.03
4_1_cts	0.3046	9.853
5_1_grt	-8.284	10.62
6_report	58.97	10.62
cell families (layout without fill, tap and decap cells):
group | Yosys count | in the layout
and+or+nand+nor | 4 | 4
AOI/OAI and AO/OA | 8 | 8
buffers and inverters | 1 | 24
other | 1 | 1
No activity file was given, so power comes from the tool's default toggle rates.
