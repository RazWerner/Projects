==> ./design.v <==
`timescale 1ns / 1ps
module hex7seg(
    input [3:0] n,
    output [6:0] seg
);
    assign seg[0] = (~n[3] & ~n[2] & ~n[1] & n[0]) | (~n[3] & n[2] & ~n[1] & ~n[0]) | (n[3] & ~n[2] & n[1] & n[0]) | (n[3] & n[2] & ~n[1] & n[0]);
    assign seg[1] = (~n[3] & n[2] & ~n[1] & n[0]) | (~n[3] & n[2] & n[1] & ~n[0]) | (n[3] & ~n[2] & n[1] & n[0]) | (n[3] & n[2] & ~n[1] & ~n[0]) | (n[3] & n[2] & n[1] & ~n[0]) | (n[3] & n[2] & n[1] & n[0]);
    assign seg[2] = (~n[3] & ~n[2] & n[1] & ~n[0]) | (n[3] & n[2] & ~n[1] & ~n[0]) | (n[3] & n[2] & n[1] & ~n[0]) | (n[3] & n[2] & n[1] & n[0]);
    assign seg[3] = (~n[3] & ~n[2] & ~n[1] & n[0]) | (~n[3] & n[2] & ~n[1] & ~n[0]) | (~n[3] & n[2] & n[1] & n[0]) | (n[3] & ~n[2] & ~n[1] & n[0]) | (n[3] & ~n[2] & n[1] & ~n[0]) | (n[3] & n[2] & n[1] & n[0]);
    assign seg[4] = (~n[3] & ~n[2] & ~n[1] & n[0]) | (~n[3] & ~n[2] & n[1] & n[0]) | (~n[3] & n[2] & ~n[1] & ~n[0]) | (~n[3] & n[2] & ~n[1] & n[0]) | (~n[3] & n[2] & n[1] & n[0]) | (n[3] & ~n[2] & ~n[1] & n[0]);
    assign seg[5] = (~n[3] & ~n[2] & ~n[1] & n[0]) | (~n[3] & ~n[2] & n[1] & ~n[0])| (~n[3] & ~n[2] & n[1] & n[0]) | (~n[3] & n[2] & n[1] & n[0])| (n[3] & n[2] & ~n[1] & n[0]);
    assign seg[6] = (~n[3]& ~n[2]& ~n[1]& ~n[0]) | (~n[3]&~n[2]&~n[1]&n[0]) | (~n[3]&n[2]&n[1]&n[0]) | (n[3]&n[2]&~n[1]&~n[0]);
endmodule
==> ./run.sh <==
#!/bin/bash
# OpenROAD 26Q1-2900-gdf79404cd8, Yosys 0.63+post, stock flow scripts
make -C /OpenROAD-flow-scripts/flow DESIGN_CONFIG=/design/flow/config.mk WORK_HOME=/design/flow/orfs finish
==> ./config.mk <==
export PLATFORM = sky130hd
export DESIGN_NAME = hex7seg
export DESIGN_NICKNAME = hex7seg
export VERILOG_FILES = /design/flow/design.v
export SDC_FILE = /design/flow/constraint.sdc
export NUM_CORES = 4
export LEC_CHECK = 1
export CORE_AREA = 10 10 70 70
export DIE_AREA = 0 0 80 80
==> ./constraint.sdc <==
current_design hex7seg

set clk_period 1.1
set clk_io_pct 0.2

create_clock -name clk0 -period $clk_period

set non_clock_inputs [all_inputs -no_clocks]
set_input_delay [expr $clk_period * $clk_io_pct] -clock clk0 $non_clock_inputs
set_output_delay [expr $clk_period * $clk_io_pct] -clock clk0 [all_outputs]
==> impl_report.txt <==
PHYSICAL IMPLEMENTATION REPORT
----------------------------------------------------
[Cells and area]
  Layout Cells excl Fill ........................ 101
  Fraction of final layout cells with drive strength greater than 1 ........................ 76.4%
  Synth-to-layout area growth ........................ 173%
  Number of clock buffers in the layout ........................ 0
  Flip-flops ........................ 0
  FF/Latch Area ........................ 0 sq um

[GRT]
  Congestion Overflow GR ........................ 0
  Via count of the first global-routing pass ........................ 286
  Global Route Usage Sum ........................ 2.63%
  Maximum number of pins on one net before global-route repair ........................ 10
  Antenna violations before repair ........................ 0
  Global-route wire length before repair ........................ 1450 microns

[Clock tree]
  Total of hold buffers inserted after clock tree synthesis ........................ 0

[Die]
  Die outline width ........................ 80 microns
  Core area ........................ 3420 sq um
  Number of placed I/O pins ........................ 11
  Chip area ........................ 6400 sq um
  Core Rows ........................ 21
  Initial core utilization ........................ 5.90%
  Die height ........................ 80 microns

[Final timing]
  Peak clock frequency supported by timing ........................ 880 MHz
  RSZ-0062 raised after global routing ........................ true
  Final Critical Period ........................ 1.14 ns
  Number of failing hold endpoints at the final stage ........................ 0
  Final Max Tran Viols ........................ 0
  Number of setup violations in the final report ........................ 4
  Setup slack of the critical path after layout ........................ -0.0358 ns
  Slew headroom ........................ 86.2%
  Pin slew with the least headroom to its limit ........................ 0.205 ns
  Total negative slack ........................ -0.116 ns
  Ratio of final minimum period to clock period ........................ 103%

[Critical path]
  Critical path fanouts, max ........................ 7
  Required time at the worst-slack endpoint ........................ 0.88 ns
  CP Buf/Inv Count ........................ 3
  Critical setup path kind ........................ in2out
  Endpoint kind of the worst setup timing path ........................ output pin
  Slowest CP cell ........................ a22o_1
  Cells traversed along the worst timing path ........................ buf_12 -> buf_6 -> nand2b_4 -> o21ai_2 -> a22o_1 -> buf_2
  Signal arrival time at the worst endpoint ........................ 0.92 ns
  Nature of the critical path startpoint ........................ primary input
  Biggest cell delay along the critical path ........................ 0.22 ns
  Kind of cell adding the most delay to the critical path ........................ buffers and inverters

[Worst hold path]
  Source of the worst hold timing path ........................ n[1]
  Hold Crit Depth ........................ 4
  Endpoint with the worst hold slack ........................ seg[2]
  Path type of the worst min-delay path ........................ in2out

[Drt]
  Number of antenna diodes ........................ 0
  Met1 Routed Length ........................ 478 microns
  Residual antenna-violating net count after detailed routing ........................ 0
  Number of iterations in the first detailed-routing pass ........................ 2
  Total wirelength of the detailed-routed design ........................ 955 microns
  Number of DRC markers after the initial detailed-route iteration ........................ 17
  Remaining routing DRC violations ........................ 0
  Via count ........................ 324
  Average routed wire per standard cell ........................ 9.46 microns
  Detailed-route vias per instance ........................ 3.21
  Met3 wire len ........................ 103 microns
  Top sig layer ........................ met3
  WL met2 ........................ 373 microns

[Placed design]
  Placed cell count ........................ 94
  Routability congestion estimate ........................ 0.834
  Number of port buffers ........................ 11
  Post-DP HPWL ........................ 658 microns

[Pwr]
  VDD IR-drop max ........................ 0.0000939 V
  P_leak ........................ 0.000245 uW
  Cell area power density ........................ 368 nW/um^2

[Yosys]
  Sequential element share of the synthesized area ........................ 0%
  Area share of the largest cell type after synthesis ........................ 11.2%
  Post-synthesis cell type count ........................ 22
  Yosys Warn Count ........................ 0
  Average size of a mapped cell ........................ 6.50 sq um
  Post-synthesis cell area ........................ 201 sq um
  Number of cells in the yosys synthesis report ........................ 31
  Area of the synthesized netlist per yosys stat ........................ 201 sq um
  Leading area contributor after synthesis ........................ o31ai_1
  Cell count after synthesis ........................ 31
  Top post-synthesis cells by area ........................ o31ai_1, buf_4, nand2b_4

[Outcome]
  Result of the run ........................ finished, violations left
  Violations in the final reports ........................ negative setup slack

[Flow run]
  Tool warnings ........................ 34
  Tally of max-capacitance violations ........................ 0

----------------------------------------------------
-- synthesized netlist by cell type, drive strengths merged --
library cell	instances
o22ai	1
o31ai	3
a21oi	1
nand3	1
inv	3
a31oi	2
nor3	2
nor4b	1
o21ai	3
nand2	3
nand2b	2
o21a	1
a22o	1
o2bb2ai	1
buf	3
o211ai	1
xnor2	1
nor2	1
-- kinds of logic after synthesis --
| family | count (synthesis) | synth area share (%) |
|---|---|---|
| xor+xnor | 1 | 4.35 |
| buf+inv | 6 | 15.5 |
| simple gates | 10 | 29.2 |
| compound gates | 14 | 50.9 |
-- layout make-up --
type / count / area (sq um)
Fill cell: 387 / 2870
Inverter: 3 / 11.3
Multi-Input combinational cell: 25 / 236
Tap cell: 46 / 57.6
Timing Repair Buffer: 27 / 244
-- worst max-delay path by stage --
| stage | start | endpoint | slack [ns] | depth (start not counted) |
|---|---|---|---|---|
| CTS | n[3] | seg[6] | -0.03 | 6 |
| global route | n[2] | seg[0] | -0.08 | 5 |
| finish | n[0] | seg[1] | -0.04 | 6 |
-- layer usage --
metal	GRT usage (%)	vias to the layer above
li1	-	166
met1	4.22	149
met2	3.13	9
met3	1.25	0
met4	0	0
met5	0	-
-- cells in the final DEF (no fill, tap or decap), drive strengths merged --
cell and instances:
a21oi 1, a22o 1, a31oi 2, buf 27, inv 3, nand2 3
nand2b 2, nand3 1, nor2 1, nor3 2, nor4b 1, o211ai 1
o21a 1, o21ai 3, o22ai 1, o2bb2ai 1, o31ai 3, xnor2 1
-- where the power goes --
part	leakage [uW]	internal [uW]	switching (uW)	total, uW
clock network	0	0	0	0
logic	0.000245	120	82.4	202
registers	0	0	0	0
total	0.000245	120	82.4	202
-- metrics by stage --
stage,worst slack (ns),power [uW],util (%),instance area (sq um),hold WS [ns]
after floorplan,0.0916,62.3,-,201,0.564
after global placement,-0.925,155,12.2,417,1.58
after detailed placement,-0.931,155,12.2,417,1.56
after CTS,-0.0288,176,14.2,487,0.803
after global routing,-0.0769,220,16.1,549,0.841
final,-0.0358,202,16.1,549,0.808
-- what timing repair did --
action / CTS / global route
pin swaps: 6 / 2
setup endpoints to repair: 7 / 7
setup buffers: 6 / 1
gates resized: 61 / 11
No activity file was given, so power comes from the tool's default toggle rates.
